### flow/design.v
module sigma_delta_modulator (
    input wire clk,               
    input wire rst_n,             
    input wire signed [15:0] in,  
    output reg out                
);
    wire [20:0] sd_in;
    reg signed [20:0] s1, w1, y1;
    reg signed [20:0] r, s, v, w, y;
    localparam FULLSC = 19'd49152;  
    assign sd_in = {{5{in[15]}}, in};
    always @* begin
        r = sd_in - y1;
        s = r + s1;
        v = s - y1;
        w = v + w1;
        y = (w[20] == 1'b0) ? FULLSC : - FULLSC;
    end
    always @(posedge clk or negedge rst_n) begin
        if (rst_n == 1'b0) begin
            s1 <= 0;
            w1 <= 0;
            y1  <= 0;
            out <= 0;
        end else begin
            s1 <= s;
            w1 <= w;
            y1 <= y;
            out <= ~w[20];  
        end
    end
endmodule
### flow/run.sh
#!/bin/bash
# OpenROAD 26Q1-2900-gdf79404cd8, Yosys 0.63+post, stock flow scripts
make -C /OpenROAD-flow-scripts/flow DESIGN_CONFIG=/design/flow/config.mk WORK_HOME=/design/flow/orfs finish
### flow/config.mk
export PLATFORM = sky130hd
export DESIGN_NAME = sigma_delta_modulator
export DESIGN_NICKNAME = sigma_delta_modulator
export VERILOG_FILES = /design/flow/design.v
export SDC_FILE = /design/flow/constraint.sdc
export NUM_CORES = 4
export LEC_CHECK = 1
export CORE_UTILIZATION = 50
### flow/constraint.sdc
current_design sigma_delta_modulator

set clk_period 16.2
set clk_io_pct 0.2

create_clock -name clk0 -period $clk_period [get_ports {clk}]

set non_clock_inputs [all_inputs -no_clocks]
set_input_delay [expr $clk_period * $clk_io_pct] -clock clk0 $non_clock_inputs
set_output_delay [expr $clk_period * $clk_io_pct] -clock clk0 [all_outputs]
==> notes.org <==
* Flow results

** Floorplanning
- Die Footprint :: 8910 um2
- Die Span X :: about 94 um
- The initial utilization of the core area, before any placement, comes to 0.519.
- Ports :: 19
- Standard-cell row count :: 33
- The core region is 8220 um2.
- Measured along the y axis, the die boundary spans between 90 and 100 um.

** Setup path
- On the critical path the largest part of the delay comes from AND-OR/OR-AND gates.
- Arrival time worst endpoint :: around 8 ns
- Maximum fanout along the worst path :: 4
- For this design, the slowest cell found on the critical path is fa_1.
- Walking the worst path, the cells encountered are clkdlybuf4s50_1 -> inv_1 -> ha_1 -> inv_1 -> ha_1 -> a21o_1 -> or3_1 -> o21bai_1 -> nand2_1 -> a21o_1 -> a21o_1 -> a31oi_1 -> xor2_1 -> fa_1 -> inv_1 -> ha_1 -> a21oi_1 -> inv_1 -> a2111oi_4 -> o21ai_2 -> o31ai_4 -> xnor2_1 -> xor2_1.
- The timing report notes that buffer and inverter cells on the critical path total 5.
- The data required time reported for the critical path is around 16 ns.
- Peak per-stage delay on the critical path :: 0.50 ns
- The worst setup path is launched from an input port.
- Most Frequent Cell on Critical Path :: inv_1
- Crit path capture type :: flip-flop
- Start-to-end type of the worst setup path :: in2reg

** Clock network
- Post-CTS timing repair inserted 0 buffers for setup.
- The cell sitting at the root of the clock tree is a clkbuf_8.
- The timing report gives the clock slew at the launch and capture registers of the worst setup and hold paths as 0.10 ns.
- Hold repair after CTS inserted 0 buffers.
- Number of levels in the clock H-tree :: 2
- The later pin in the worst-skew pair is clocked with a latency of 0.31 ns.
- Inserted Clock Buffers :: 5
- After clock tree synthesis, the repair step resized 0 gates.
- Sink Count :: about 44
- Buffer levels on the longest clock path :: 2
- TritonCTS built the clock tree.

** Layout
- Layout Cell Area excl Fill :: ~4700 um2
- Fraction of final layout cells with drive strength greater than 1 :: 0.0400
- Final standard cell utilization of the core :: 0.570
- Leaving out fill and tap cells, the most frequent cell in the layout is inv_1.
- Leaving out filler cells and counting taps, the final layout contains 630.
- Most instantiated logic cells after routing :: 153 x inv_1, 67 x ha_1, 44 x dfrtp_1, 26 x xnor2_1, 25 x nor2_1
- From synthesis to final layout, the design area changed by 9.77%.

** Timing
- Setup repair after global routing left no endpoint under its margin.
- The clock arrives with between 0.015 and 0.02 ns of skew.
- Measured against its own limit, the worst slew margin works out to 0.601.
- In the finished design, the share of the clock period the worst path needs comes to 0.491.
- Maximum achievable frequency :: 126 MHz
- Final setup TNS :: 0 ns
- Counting endpoints that fail hold in the final report gives 0.
- For the pin with the worst max-slew slack, the measured transition is approximately 0.60 ns.
- Final Max Slew Viols :: 0
- Subtracting the final worst setup slack from the clock period gives approximately 8 ns.
- Setup violations remaining at the end of the flow were counted as 0.

** Synth
- For this design, Yosys synthesis ends with a cell count of around 500.
- The netlist uses approximately 56 different library cells.
- Synth warnings :: 1
- Fraction of synthesized cell area taken by the top area cell type :: 0.258
- Of the synthesized area, sequential elements account for 0.258.
- Number of standard cells after synthesis :: roughly 500
- Synth area leaders :: dfrtp_1 26%, ha_1 20%, inv_1 13%
- Predominant post-synthesis flop cell :: dfrtp_1
- Flops after synth :: around 44
- Yosys reported that registers with async set or reset make up 1.00.
- The synthesized design spends more area on one cell type than any other, namely dfrtp_1.
- Synth Cell Area :: between 4000 and 5000 um2
- Average instance area after synthesis :: 8.48 um2
- According to the Yosys statistics, the synthesized design has a chip area of between 4000 and 5000 um2.
- The post-synth count of flops with an enable pin is 0.

** Routing
- According to the report, the first pass of detailed routing completed in 4 iterations.
- Antenna-violating nets left :: 0
- Routed wire length :: approximately 7.2 mm
- WL/cell :: between 10 and 15 um
- The detailed router placed roughly 3k vias in this run.
- The script parses the final routing iteration and logs DRC violations as 0.
- For this run, the detailed router reports a per-instance via density of about 4.8.
- Count of routing violations after the opening detailed-route iteration :: about 150
- The repair_antennas step left the layout with diodes totalling 0.

** GRT
- The initial antenna violation count was 0.
- Entering global routing, the biggest net connects approximately 45 pins.
- Grt ovf :: 0
- Summed over all routing layers, the global router reports a total usage of 0.187.
- The first global-routing pass estimated 12.7 mm of wire.
- Vias in the first global route :: 2809

** Placed design
- Placer Congestion :: just under 0.9
- IO Port Bufs :: 18
- Including well taps, the total number of placed cells is 622.
- Detailed placement finished with a half-perimeter wire length of 5.73 mm.
- Post-DP Area :: 4560 um2

** Flow run
- Max-capacitance violation count :: 0
- Count of warning messages emitted by the tools :: 26

** Worst hold path
- STA reports the tightest min-delay check as being of type reg2reg.

** Outcome
- Result of the run :: completed
-- path summary, 6_finish.rpt --
check	slack (ns)	depth (start not counted)	startpoint	end
setup / recovery	8.24	23	in[5]	y1[15]
hold / removal	0.49	1	w1[0]	w1[0]
setup reg to reg	11.30	22	s1[5]	y1[15]
hold reg to reg	0.49	1	w1[0]	w1[0]
max in group asynchronous	12.76	2	rst_n	s1[18]
min in group asynchronous	3.00	2	rst_n	s1[6]
-- synth_stat cells, types with 7 or more instances --
cell type	number
ha_1	67
o21ai_0	12
a21oi_1	23
inv_1	153
xnor2_1	26
a21o_1	16
fa_1	12
dfrtp_1	44
nand2_1	14
o21a_1	7
xor2_1	11
nor2_1	25
-- per-layer routing --
metal,GRT usage,up-vias,share of wire
li1,-,1647,-
met1,0.304,1368,0.54
met2,0.287,25,0.42
met3,0.0212,5,0.022
met4,0.0128,0,0.0097
met5,0,-,0
-- sequential cells by signal (all words and copies together), names as in the netlist --
name  cells
w1       20
s1       21
y1        3
-- cells by family after synthesis --
logic type / after synthesis / share of synthesized area
buf+inv: 158 / 0.139
compound gates: 99 / 0.170
simple gates: 83 / 0.0988
fa+ha+maj: 79 / 0.253
flops: 44 / 0.258
xor+xnor: 37 / 0.0760
mux: 2 / 0.00499
other cells: 1 / 0.000879
-- metrics by stage --
step           setup slack [ns]  hold slack [ns]
2_1_floorplan              8.72            0.456
3_3_place_gp               7.98            0.466
3_5_place_dp               7.91            0.471
4_1_cts                    8.18            0.495
5_1_grt                    7.90            0.501
6_report                   8.24            0.491
-- layout make-up --
type | instances | area, um2
multi-input combinational | 301 | 2570
timing repair buffer | 19 | 183
tap | 105 | 131
sequential | 44 | 1100
inverter | 153 | 574
clock inverter | 2 | 38.8
fill | 732 | 3530
clock buffer | 6 | 82.6
